## /design/flow/design.v

```verilog
module uart_bytes_tx
#(
	parameter	integer	BYTES 	 = 2			,				 
	parameter	integer	BPS		 = 9_600		,				 
	parameter 	integer	CLK_FRE	 = 50_000_000					 
)
(
	input 							sys_clk			,			 
	input 							sys_rst_n		,			 
	input	[(BYTES * 8 - 1):0] 	uart_bytes_data	,			 
	input							uart_bytes_en	,			 
	output							uart_bytes_done	,			 
	output 							uart_txd					 
);
reg	[(BYTES*8-1):0]		uart_bytes_data_reg;					 
reg						work_en;								 
reg	[9:0]				byte_cnt;								 
reg	[7:0]				uart_sing_data;							 
reg						uart_sing_en;							 
reg						uart_bytes_done_reg;					 
reg						uart_sing_done_reg;						 
wire					uart_sing_done;							 
assign uart_bytes_done = uart_bytes_done_reg;
always @(posedge sys_clk or negedge sys_rst_n)begin
	if(!sys_rst_n)
		uart_bytes_data_reg <= 0;
	else if(uart_bytes_en && ~work_en)							 
		uart_bytes_data_reg <= uart_bytes_data;					 
	else if(uart_sing_done)										
		uart_bytes_data_reg <= uart_bytes_data_reg >> 8;		 
	else 
		uart_bytes_data_reg <= uart_bytes_data_reg;
end	
always @(posedge sys_clk or negedge sys_rst_n)begin
	if(!sys_rst_n)
		work_en <= 1'b0;
	else if(uart_bytes_en && ~work_en)							 
		work_en <= 1'b1;										 
	else if(uart_sing_done && byte_cnt == BYTES - 1)			 
		work_en <= 1'b0;										 
	else 		
		work_en <= work_en;		
end			
always @(posedge sys_clk or negedge sys_rst_n)begin		
	if(!sys_rst_n)		
		byte_cnt <= 0;		
	else if(work_en)begin										 
		if(uart_sing_done && byte_cnt == BYTES - 1)				 
			byte_cnt <= 0;										
		else if(uart_sing_done)									 
			byte_cnt <= byte_cnt + 1'b1;						
		else		
			byte_cnt <= byte_cnt;			
	end		
	else														 
		byte_cnt <= 0;	
end
always @(posedge sys_clk or negedge sys_rst_n)begin
	if(!sys_rst_n)
		uart_sing_done_reg <= 0;
	else 
		uart_sing_done_reg <= uart_sing_done;	
end
always @(posedge sys_clk or negedge sys_rst_n)begin
	if(!sys_rst_n)
		uart_sing_data <= 8'd0;
	else if(uart_bytes_en && ~work_en)						 
		uart_sing_data <= uart_bytes_data[7:0];				 
	else if(uart_sing_done_reg)								 
		uart_sing_data <= uart_bytes_data_reg[7:0];			 
	else
		uart_sing_data <= uart_sing_data;					 
end
always @(posedge sys_clk or negedge sys_rst_n)begin
	if(!sys_rst_n)
		uart_sing_en <= 1'b0;
	else if(uart_bytes_en && ~work_en)						 
		uart_sing_en <= 1'b1;		
	else if(uart_sing_done_reg && work_en)					 
		uart_sing_en <= 1'b1;		
	else		
		uart_sing_en <= 1'b0;								 
end
always @(posedge sys_clk or negedge sys_rst_n)begin
	if(!sys_rst_n)
		uart_bytes_done_reg <= 1'b0;
	else if(uart_sing_done && byte_cnt == BYTES - 1)
		uart_bytes_done_reg <= 1'b1;
	else 
		uart_bytes_done_reg <= 1'b0;
end
uart_tx #(
	.BPS			(BPS			),		
	.CLK_FRE		(CLK_FRE		)		
)	
uart_tx_inst(	
	.sys_clk		(sys_clk		),			
	.sys_rst_n		(sys_rst_n		),
	.uart_tx_data	(uart_sing_data	),			
	.uart_tx_en		(uart_sing_en	),
	.uart_tx_done	(uart_sing_done	),
	.uart_txd		(uart_txd		)	
);
endmodule 
module uart_tx
#(
	parameter	integer	BPS		= 9_600		,	 
	parameter 	integer	CLK_FRE	= 50_000_000	 
)
(
	input 			sys_clk			,			 
	input 			sys_rst_n		,			 
	input	[7:0] 	uart_tx_data	,			 
	input			uart_tx_en		,			 
	output	reg		uart_tx_done	,			 
	output 	reg		uart_txd					 
);
localparam	integer	BPS_CNT  = CLK_FRE / BPS;	 
localparam	integer	BITS_NUM = 10			;	 
reg 		tx_state			;				 
reg [7:0]  	uart_tx_data_reg	;				 
reg [31:0] 	clk_cnt				;				 
reg [3:0]  	bit_cnt				;				 
always @(posedge sys_clk or negedge sys_rst_n)begin
	if(!sys_rst_n)
		uart_tx_data_reg <=8'd0;
	else if(uart_tx_en)							 
		uart_tx_data_reg <= uart_tx_data;		 
	else 
		uart_tx_data_reg <= uart_tx_data_reg;
end		
always @(posedge sys_clk or negedge sys_rst_n)begin
	if(!sys_rst_n)
		tx_state <=1'b0;	
	else if(uart_tx_en)												
		tx_state <= 1'b1;						 
	else if((bit_cnt == BITS_NUM - 1'b1) && (clk_cnt == BPS_CNT - 1'b1))		
		tx_state <= 1'b0;                                          		
	else 
		tx_state <= tx_state;	
end
always @(posedge sys_clk or negedge sys_rst_n)begin
	if(!sys_rst_n)
		uart_tx_done <=1'b0;
	else if((bit_cnt == BITS_NUM - 1'b1) && (clk_cnt == BPS_CNT - 1'b1))	                                         	
		uart_tx_done <=1'b1;										
	else 
		uart_tx_done <=1'b0;
end
always @(posedge sys_clk or negedge sys_rst_n)begin
	if(!sys_rst_n)begin
		clk_cnt <= 32'd0;
		bit_cnt <= 4'd0;
	end
	else if(tx_state) begin										 
		if(clk_cnt < BPS_CNT - 1'd1)begin						 
			clk_cnt <= clk_cnt + 1'b1;							 
			bit_cnt <= bit_cnt;									 
		end					
		else begin												 
			clk_cnt <= 32'd0;									 
			bit_cnt <= bit_cnt+1'b1;							 
		end					
	end					
	else begin													 
		clk_cnt <= 32'd0;                   					 
		bit_cnt <= 4'd0;                    					 
	end
end
always @(posedge sys_clk or negedge sys_rst_n)begin
	if(!sys_rst_n)
		uart_txd <= 1'b1;										 
	else if(tx_state)                                  			 
		case(bit_cnt)											 
			4'd0: uart_txd <= 1'b0;								 
			4'd1: uart_txd <= uart_tx_data_reg[0];     			 
			4'd2: uart_txd <= uart_tx_data_reg[1];     			 
			4'd3: uart_txd <= uart_tx_data_reg[2];     			 
			4'd4: uart_txd <= uart_tx_data_reg[3];     			 
			4'd5: uart_txd <= uart_tx_data_reg[4];     			 
			4'd6: uart_txd <= uart_tx_data_reg[5];     			 
			4'd7: uart_txd <= uart_tx_data_reg[6];     			 
			4'd8: uart_txd <= uart_tx_data_reg[7];     			 
			4'd9: uart_txd <= 1'b1;								 
			default:uart_txd <= 1'b1;			
		endcase			
	else 														 
		uart_txd <= 1'b1;										 
end
endmodule 
```

## /design/flow/run.sh

```bash
#!/bin/bash
# OpenROAD 26Q1-2900-gdf79404cd8, Yosys 0.63+post, stock flow scripts
make -C /OpenROAD-flow-scripts/flow DESIGN_CONFIG=/design/flow/config.mk WORK_HOME=/design/flow/orfs finish
```

## /design/flow/config.mk

```make
export PLATFORM = sky130hd
export DESIGN_NAME = uart_bytes_tx
export DESIGN_NICKNAME = uart_bytes_tx
export VERILOG_FILES = /design/flow/design.v
export SDC_FILE = /design/flow/constraint.sdc
export NUM_CORES = 4
export LEC_CHECK = 1
export CORE_UTILIZATION = 50
```

## /design/flow/constraint.sdc

```tcl
current_design uart_bytes_tx

set clk_period 2.8
set clk_io_pct 0.2

create_clock -name clk0 -period $clk_period [get_ports {sys_clk}]

set non_clock_inputs [all_inputs -no_clocks]
set_input_delay [expr $clk_period * $clk_io_pct] -clock clk0 $non_clock_inputs
set_output_delay [expr $clk_period * $clk_io_pct] -clock clk0 [all_outputs]
```

==> metrics.yaml <==
numClockSinks: 85
yosysTopAreaCell: "dfrtp_1"
regArea_um2: 2130
outcome: "complete, no violations"
period_minus_slack_ns: 1.87
clockPowerShare: 0.374
wire_per_inst_um: 13.0
critical_path_peak_fanout: 1
die_area_um2: 7820
cpLargestDelayFamily: "flip-flops"
p_leak_nw: 1.84
ys.flop_type: "dfrtp_1"
cp-start-kind: "flip-flop"
final-hold-violation-count: 0
grt_max_degree: 49
drive_gt1_frac: 0.111
cp.arrival_ns: 1.31
netlist_top_cells_area: "dfrtp_1 (56%), mux2i_1 (4.8%), nand2_1 (3.6%), a21oi_1 (3.4%), nor2_1 (2.8%)"
power_density_nw_per_um2: 513
die-height_um: 88.4
muxShareOfSynthArea: 0.0724
cts_tree: "built"
async_flop_share: 1.00
htree_num_levels: 3
comb_power_share: 0.043
ys_types: 46
insertion_delay_ns: 0.36
postSynthSeqShare: 0.570
yosys-stat-area_um2: 3730
most_common_cell: "dfrtp_1"
cts_root_buffer: "clkbuf_8"
worst_slack_ns: 0.929
rsz0062_at_grt: "false"
rrSetupSlack_ns: 1.03
critPathSlowestCell: "dfstp_2"
synthTopLogicFamily: "simple AND/OR/NAND/NOR gates"
ys_sh_xor: 0.0399
nFillCells: 621
core_area_um2: 7250
irDropWorstVdd_uv: 316
post_cts_resized: 0
fmax_ghz: 0.534
clk_pin_slew_ns: 0.10
dr_total_vias: 2436
mi_logic_area_um2: 1600
grtUsageMet3: 0.0492
placementRows: 31
postSynthAreaPerCell_um2: 11.2
n_antenna_cell: 0
path_class: "reg2out"
worst-path-buf-inv: 1
drt_first_pass_iters: 4
port_buffers: 20
intPower_mw: 1.68
cts_buffer_depth: 2
largest_register_ffs: 32
max-slew-margin-rel: 0.630
final_max_slew_viol_count: 0
period_used_share: 0.668
met2_usage: 0.283
dpl_worst_slack_ns: 1.06
required_ns: 2.24
dp_hpwl_um: 4150
warnings: 29
grtUsageTotal: 0.185
ctsHoldBuffers: 0
max_stage_delay_ns: 0.52
top_usage_layer: "met1"
aoi_share: 0.0657
cts_buffers: 9
p_switching_mw: 0.531
synth_cells: 333
postCtsSetupRepairBufs: 0
worstMarginPinSlew_ns: 0.554
drt_iter0_drc: 110
end_kind: "output pin"
rr_startpoint: "uart_tx_inst.clk_cnt[0]$_DFF_PN0_"
die_w_um: 88.4
seqPwrFrac: 0.584
fa_ha_area_frac: 0.0235
edf_count: 0
p_sw_frac: 0.240
synth_simple_gate_area_share: 0.207
max_cap_viol_count: 0
r2r-end: "uart_tx_inst.bit_cnt[2]$_DFFE_PN0P_"
fin_skew_ns: 0.0120
yosys_cells: 333
finalSetupViolCount: 0
synth_area_um2: 3730
synth-seq-cells: 85
path_cells: "clkdlybuf4s50_1"
grt_pass1_wl_um: 10800
drt-total-wl_um: 6200
top_area_frac: 0.563
min_path_type: "in2async"
met1_usage: 0.294
antenna_found_initial: 0
rr_worst_depth: 5
grt_pass1_vias: 2325
area_growth_pct: 15.3
io_pins: 21
routed_via_density: 5.11
drcViolationCount: 0
ant_nets: 0
yosys_warnings: 2
common_cells: "dfrtp_1 (84), nand2_1 (36), nor2_1 (28)"
gp_congestion: 0.811
grt.overflow.total: 0
fin_setup_tns_ns: 0
fin_hold_ws_ns: 0.158
fp_util: 0.515
## through the flow
| step | std cells | total power [mW] | util | cell area (um2) |
|---|---|---|---|---|
| 2_1_floorplan | 351 | 1.34 | - | 3800 |
| 3_3_place_gp | 461 | 1.41 | 0.567 | 4120 |
| 3_5_place_dp | 461 | 1.41 | 0.567 | 4120 |
| 4_1_cts | 477 | 2.25 | 0.594 | 4310 |
| 5_1_grt | 477 | 2.32 | 0.594 | 4310 |
| 6_report | 477 | 2.21 | 0.594 | 4310 |
## cell usage in the layout, fill, tap and decap left out, drive strengths merged, types with 3 or more instances in the layout
cell type / instances
clkdlybuf4s50: 19
nor4: 12
nand4: 7
mux2: 8
buf: 5
nor2b: 4
o21ai: 3
xnor2: 7
nor2: 28
a21oi: 25
nand3b: 9
ha: 7
inv: 11
and3: 5
nand2b: 3
xor2: 10
nor3: 6
dfrtp: 84
mux2i: 18
conb: 19
nand2: 36
clkbuf: 10
nand3: 9
and4: 5
or4: 4
o21a: 3
## how the worst max path moves through the flow
| stage | startpoint | endpoint | slack, ns | cells after the start |
|---|---|---|---|---|
| 4_1_cts | uart_tx_inst.uart_txd$_DFF_PN1_ | uart_txd | 0.90 | 1 |
| 5_1_grt | uart_tx_inst.clk_cnt[0]$_DFF_PN0_ | uart_tx_inst.bit_cnt[2]$_DFFE_PN0P_ | 0.86 | 5 |
| 6_report | uart_tx_inst.uart_txd$_DFF_PN1_ | uart_txd | 0.93 | 1 |
## routing by layer
layer  part of all wire  vias to the layer above
li1                   -                     1238
met1               0.49                     1167
met2               0.46                       25
met3              0.033                        6
met4              0.012                        0
met5                  0                        -
## worst reg2reg max path, delay by kind of cell, from the launching register on
family / cells / cell delay [ns]
AND-OR/OR-AND: 3 / 0.56
AND/OR/NAND/NOR: 1 / 0.52
flip-flops: 1 / 0.37
adder cells (fa/ha/maj): 1 / 0.20
## power groups by stage
stage	Clock [mW]	Combinational, mW	Sequential [mW]
5_1_grt	0.915	0.109	1.29
6_report	0.824	0.0941	1.29
4_1_cts	0.862	0.0974	1.29
## layout make-up
class,count,share of cell area
multi-input cells,246,0.371
repair buffers,24,0.0558
clock buffers,10,0.0320
well taps,99,0.0288
clock inverters,6,0.0122
inverters,7,0.00610
flip-flops and latches,85,0.494
## kinds of logic after synthesis
| family | count (synthesis) |
|---|---|
| AND/OR/NAND/NOR | 136 |
| flip-flops | 85 |
| AND-OR/OR-AND | 41 |
| multiplexers | 26 |
| buffers and inverters | 20 |
| XOR/XNOR | 17 |
| adder cells (fa/ha/maj) | 7 |
| other | 1 |
Power is estimated from default activity; no workload was simulated.
